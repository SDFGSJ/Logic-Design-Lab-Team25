--- ./design.v ---
module music_example (
    input clk,
    input rst,
	input [11:0] ibeatNum,
	input en,
    input [15:0] switch,
    input left_button_de,
	output reg [31:0] toneL,
    output reg [31:0] toneR,
    output reg [15:0] led
);
    reg [15:0] led_next;
    always @(posedge clk, posedge rst) begin
        if(rst) begin
            led <= 16'b1000_0000_0000_0000;
        end else begin
            led <= led_next;
        end
    end
    always @* begin
        toneR = 32'd1_0000_0000;
        led_next = led;
        if(en) begin    
            if(0<=ibeatNum && ibeatNum<4) begin
                if(switch[15]) begin
                    toneR = 32'd130;
                end
                led_next = 1<<15;
            end else if(4<=ibeatNum && ibeatNum<8) begin
                if(switch[14] && !left_button_de) begin
                    toneR = 32'd311;
                end
                led_next = 1<<14;
            end else if(8<=ibeatNum && ibeatNum<12) begin
                if(switch[13] && !left_button_de) begin
                    toneR = 32'd330;
                end
                led_next = 1<<13;
            end else if(12<=ibeatNum && ibeatNum<16) begin
                if(switch[12] && !left_button_de) begin
                    toneR = 32'd130;
                end
                led_next = 1<<12;
            end else if(16<=ibeatNum && ibeatNum<20) begin
                if(switch[11] && !left_button_de) begin
                    toneR = 32'd147;
                end
                led_next = 1<<11;
            end else if(20<=ibeatNum && ibeatNum<24) begin
                if(switch[10] && !left_button_de) begin
                    toneR = 32'd247;
                end
                led_next = 1<<10;
            end else if(24<=ibeatNum && ibeatNum<28) begin
                if(switch[9]) begin
                    toneR = 32'd175;
                end
                led_next = 1<<9;
            end else if(28<=ibeatNum && ibeatNum<32) begin
                if(switch[8] && !left_button_de) begin
                    toneR = 32'd262;
                end
                led_next = 1<<8;
            end else if(32<=ibeatNum && ibeatNum<36) begin
                if(switch[7] && !left_button_de) begin
                    toneR = 32'd220;
                end
                led_next = 1<<7;
            end else if(36<=ibeatNum && ibeatNum<40) begin
                if(switch[6] && !left_button_de) begin
                    toneR = 32'd147;
                end
                led_next = 1<<6;
            end else if(40<=ibeatNum && ibeatNum<44) begin
                if(switch[5]) begin
                    toneR = 32'd130;
                end
                led_next = 1<<5;
            end else if(44<=ibeatNum && ibeatNum<48) begin
                if(switch[4] && !left_button_de) begin
                    toneR = 32'd130;
                end
                led_next = 1<<4;
            end else if(48<=ibeatNum && ibeatNum<52) begin
                if(switch[3]) begin
                    toneR = 32'd147;
                end
                led_next = 1<<3;
            end else if(52<=ibeatNum && ibeatNum<56) begin
                if(switch[2] && !left_button_de) begin
                    toneR = 32'd130;
                end
                led_next = 1<<2;
            end else if(56<=ibeatNum && ibeatNum<60) begin
                if(switch[1]) begin
                    toneR = 32'd147;
                end
                led_next = 1<<1;
            end else if(60<=ibeatNum && ibeatNum<64) begin
                if(switch[0] && !left_button_de) begin
                    toneR = 32'd262;
                end
                led_next = 1;
            end else begin
                led_next = 65535;
                toneR = 32'd1_0000_0000;
            end
        end
    end
    always @(*) begin
        toneL = toneR;
    end
endmodule
--- ./run.sh ---
#!/bin/bash
# OpenROAD 26Q1-2900-gdf79404cd8, Yosys 0.63+post, stock flow scripts
make -C /OpenROAD-flow-scripts/flow DESIGN_CONFIG=/design/flow/config.mk WORK_HOME=/design/flow/orfs finish
--- ./config.mk ---
export PLATFORM = sky130hd
export DESIGN_NAME = music_example
export DESIGN_NICKNAME = music_example
export VERILOG_FILES = /design/flow/design.v
export SDC_FILE = /design/flow/constraint.sdc
export NUM_CORES = 4
export LEC_CHECK = 1
export CORE_AREA = 10 10 102 102
export DIE_AREA = 0 0 112 112
export SYNTH_HDL_FRONTEND = slang
--- ./constraint.sdc ---
current_design music_example

set clk_period 4.7
set clk_io_pct 0.2

create_clock -name clk0 -period $clk_period [get_ports {clk}]

set non_clock_inputs [all_inputs -no_clocks]
set_input_delay [expr $clk_period * $clk_io_pct] -clock clk0 $non_clock_inputs
set_output_delay [expr $clk_period * $clk_io_pct] -clock clk0 [all_outputs]
==> impl_metrics.toml <==
# implementation run metrics
[floorplan]
pin_count = 112
die_y_um = 112
core_area_um2 = 8220
fp_util = 0.226
die_x_um = 112
placement_rows = 33
dieArea_um2 = 12500

[sta]
setup_violations = 0
finalClockPeriodUsage = 0.942
hold_viol_final = 0
period_needed_ns = 4.43
max-slew-margin-rel = 0.592
finClkSkew_ns = 0
setup_ws_ns = 0.273
setup_tns_ns = 0
fin_hold_ws_ns = 0.492
drv_slew = 0
max_freq_ghz = 0.226
worst_slew_pin_slew_ns = 0.612
rsz0062_at_grt = "no"

[clock_network]
cts_tree = "yes"
cts_buffers = 3
cts_max_level = 1
ctsHoldBuffers = 0
cts_resized = 0
clk_latency_ns = 0.24
clock_path_buffers = 2
root_buffer = "clkbuf_8"
clkSinkCount = 16
post_cts_buffers = 0
clk_pin_slew_ns = 0.06

[synth]
async_flop_share = 1.00
ys.flop_type = "dfrtp_1"
ys_area_um2 = 1860
ys.flops = 16
yosysUniqueCellTypes = 52
edf_count = 0
postSynthCellCount = 245
netlist_area_um2 = 1860
ys_seq_share = 0.216
ys_cells = 245
synth_warnings = 0
postSynthAreaPerCell_um2 = 7.59

[pwr]
p_per_area_nw_per_um2 = 138
power.switching_mw = 0.0914
clockPowerShare = 0.338
intPower_mw = 0.263
ir_drop_v = 0.000113
pwr-share-comb = 0.265
power.static_leakage_nw = 0.983
p_seq_frac = 0.397
swShare = 0.258

[cells_and_area]
layout_top_cell = "clkdlybuf4s50_1"
area_growth_pct = 37.5
fin_util = 0.311
reg_top3 = "led (16)"
largest_register_ffs = 16
regMostFlops = "led"
drive_gt1_frac = 0.107
final_area_um2 = 2560
mostFrequentLayoutCells = "clkdlybuf4s50_1 (85), a21oi_1 (35), nor2_1 (25)"

[setup_path]
path_max_fanout = 22
worstRegToRegCells = 2
critPathRequiredTime_ns = 3.76
startpoint_type = "input port"
r2r-end = "led[15]$_DFFE_PP1P_"
rrSetupSlack_ns = 3.95
cp-end-kind = "primary output"
arrival_ns = 3.49
r2r_start = "led[15]$_DFFE_PP1P_"
crit_type = "input port to primary output"

[global_route]
grt.met2_usage = 0.143
grt_first_pass_wirelength_um = 9290
antenna_found_initial = 0
grt.busiest_layer = "met2"
first_global_vias = 1837
grt_max_degree = 37
grt_usage = 0.0863
met3_usage = 0.0315
grt.met1_usage = 0.108
grt_overflow = 0

[detailed_routing]
drt-wirelength-per-cell_um = 14.1
finalWirelength_um = 5720
drtIter0Drc = 170
antennaDiodeCount = 0
dr.pass1.iters = 4
ant_nets = 0
num_vias = 1721
viasPerCell = 4.26
drcViolationCount = 0

[outcome]
run_status = "completed"

[min_path]
worstHoldStart = "led[15]$_DFFE_PP1P_"
min_to = "led[15]$_DFFE_PP1P_"
hold_class = "flip-flop to flip-flop"
min_path_cells = 2

[place]
io_buffers = 85
place_area_um2 = 2500
dp_slack_ns = 0.249
place.gp.congestion = 0.937
dp_hpwl_um = 4930

[flow_run]
max_cap_viol_count = 0
warnings = 27
==> final cells by class <==
class | count | area (um2)
multi-input combinational | 180 | 1020
timing repair buffer | 98 | 948
fill | 872 | 5660
tap | 105 | 131
clock buffer | 4 | 55.1
sequential | 16 | 402
inverter | 1 | 3.75
==> worst max-delay path by stage <==
stage	from	endpoint	depth (start not counted)
final	ibeatNum[11]	toneR[14]	8
after global routing	left_button_de	toneL[24]	9
after CTS	ibeatNum[11]	toneR[15]	8
==> through the flow <==
stage          std cells  power (mW)
6_report             404       0.354
3_3_place_gp         400       0.238
3_5_place_dp         400       0.238
5_1_grt              404       0.377
2_1_floorplan        268       0.207
4_1_cts              404       0.358
==> power groups by stage <==
stage | Sequential (mW) | Clock [mW] | Combinational, mW
6_report | 0.141 | 0.120 | 0.0939
5_1_grt | 0.141 | 0.132 | 0.105
4_1_cts | 0.141 | 0.122 | 0.0957
==> cells by family (layout without fill, tap and decap cells) <==
logic type,after synthesis,after routing,synth area share
DFF,16,16,0.216
and+or+nand+nor,90,90,0.281
other,1,24,0.00202
AOI/OAI and AO/OA,65,65,0.212
muxes,1,1,0.00538
buffers and inverters,72,103,0.284
==> cell usage after synthesis (2+ instances only) <==
master	number	area, um2
a21o_1	3	22.5
a21oi_1	35	175
a31oi_1	8	50.1
and2_1	4	25.0
and3b_1	3	26.3
buf_1	2	7.51
buf_4	56	420
buf_6	6	67.6
clkbuf_1	5	18.8
dfrtp_1	15	375
nand2_1	20	75.1
nand2b_1	2	12.5
nand3_1	7	35.0
nor2_1	25	93.8
nor2b_1	7	43.8
nor3_1	2	10.0
nor3b_1	2	15.0
o21ai_0	6	30.0
o21ai_1	2	10.0
o31ai_1	2	15.0
or3_1	2	12.5
==> metal layers <==
layer	part of all wire	vias to the layer above
met2	0.45	82
met4	0.010	0
met5	0	-
met3	0.093	6
met1	0.45	759
li1	-	874
==> critical path, stage by stage <==
cell and delay, ns:
clkdlybuf4s50_1 0.44, nor4_4 0.37, nand2_2 0.25, nor3_4 0.32
a21oi_1 0.13, o311ai_2 0.26, buf_4 0.26, clkdlybuf4s50_1 0.51
No activity file was given, so power comes from the tool's default toggle rates.
