### /design/flow/config.mk
export PLATFORM = sky130hd
export DESIGN_NAME = player_control
export DESIGN_NICKNAME = player_control
export VERILOG_FILES = /design/flow/design.v
export SDC_FILE = /design/flow/constraint.sdc
export NUM_CORES = 4
export LEC_CHECK = 1
export CORE_UTILIZATION = 50
export SYNTH_HDL_FRONTEND = slang
### /design/flow/constraint.sdc
current_design player_control

set clk_period 4.8
set clk_io_pct 0.2

create_clock -name clk0 -period $clk_period [get_ports {clk}]

set non_clock_inputs [all_inputs -no_clocks]
set_input_delay [expr $clk_period * $clk_io_pct] -clock clk0 $non_clock_inputs
set_output_delay [expr $clk_period * $clk_io_pct] -clock clk0 [all_outputs]
### /design/flow/design.v
module player_control (
	input clk, 
	input rst,
	input play_pause,
	input loop_de,
	input [2:0] loop_width,
	input reverse,
	output reg [11:0] ibeat
);
	parameter LEN = 4095;
    reg [11:0] next_ibeat;
	reg [11:0] bound, bound_next;
	always @(posedge clk, posedge rst) begin
		if (rst) begin
			ibeat <= 0;
			bound <= 0;
		end else begin
            ibeat <= next_ibeat;
			bound <= bound_next;
		end
	end
    always @* begin
		next_ibeat = ibeat;
		bound_next = bound;
		if(play_pause) begin	 
			if(!loop_de) begin
				if(reverse) begin
					next_ibeat = (ibeat > 0) ? (ibeat - 1) : LEN-1;
					bound_next = (ibeat - 1 > 0) ? (ibeat - (ibeat%4)) : 0;
				end else begin
					next_ibeat = (ibeat + 1 < LEN) ? (ibeat + 1) : 0;
					bound_next = (ibeat + 1 < LEN) ? (ibeat + 3 - (ibeat%4)) : 0;
				end
			end else begin
				if(reverse) begin
					if(ibeat > 63 - 4*(loop_width-1) || ibeat != bound) begin
						next_ibeat = (ibeat > 0) ? (ibeat - 1) : LEN-1;
					end else begin
						next_ibeat = ibeat + (4*loop_width-1);
					end
				end else begin
					if(ibeat < 4*(loop_width-1) || ibeat != bound) begin	 
						next_ibeat = (ibeat + 1 < LEN) ? (ibeat + 1) : 0;
					end else begin	 
						next_ibeat = ibeat - (4*loop_width-1);	 
					end
				end
			end
		end
    end
endmodule
### /design/flow/run.sh
#!/bin/bash
# OpenROAD 26Q1-2900-gdf79404cd8, Yosys 0.63+post, stock flow scripts
make -C /OpenROAD-flow-scripts/flow DESIGN_CONFIG=/design/flow/config.mk WORK_HOME=/design/flow/orfs finish
==> reports/qor.yml <==
totalWireLength_um: 12100
num_vias: 3850
drive_gt1_frac: 0.0550
timing.rr.end: "ibeat[8]"
grt_max_degree: 24
p_seq_frac: 0.201
cts_htree_levels: 1
numClockSinks: 23
fp.coreArea_um2: 7690
grt_pass1_wl_um: 19100
holdPathStages: 2
logic_family: "AND-OR/OR-AND gates"
pin_count: 20
vdd_drop_max_uv: 289
warning_count: 57
finalHoldViolations: 0
critPathArrivalTime_ns: 4.42
cts_resized: 0
top_area_cell: "ha_1"
ys_sh_mux: 0.0155
tns_ns: 0
synth-xor-area-share: 0.106
async_flop_share: 1.00
min_period_ns: 4.25
gp_congestion: 0.971
fp.dieH_um: 90.9
cp-end-kind: "flop"
postCtsHoldBufs: 0
grt_pass1_vias: 3513
synth.top_cell.area_share: 0.165
worstPathMaxFanout: 12
skew_ns: 0.00601
wl_per_cell_um: 19.8
crit_path_start_kind: "primary input"
criticalPathCategory: "primary input to flop"
first_iter_violations: 393
num_antenna_cells: 0
hpwl_um: 9310
simple_gate_share: 0.226
overflow: 0
max_cap_violations: 0
synth-area-yosys_um2: 3950
ys_cells: 504
slew_viol_final: 0
top_cells_by_area: "ha_1, dfrtp_1, xnor2_1"
synth_cell_types: 76
rsz0062_at_grt: "no"
adder_share: 0.165
cp_data_required_time_ns: 4.97
syn_area_per_cell_um2: 7.83
internal_power_mw: 1.02
power_mw: 2.18
clk_pin_slew_ns: 0.10
ys.flops: 23
cts_max_path_buffers: 2
finalSetupViolations: 0
ant_nets: 0
period_used_share: 0.885
leakage_nw: 1.73
remaining_drc_errors: 0
worstSetupEndpoint: "ibeat[2]"
status: "finished, final reports clean"
pwr-share-clk: 0.061
vias_per_cell: 6.30
syn_inst: 504
area_delta_synth_final_pct: 6.81
cp-startpoint: "loop_width[0]"
cts_setup_buffers: 0
fp_util: 0.514
syn-cell-area_um2: 3950
synth-main-ff-cell: "dfrtp_1"
dieArea_um2: 8260
track_usage: 0.303
dieWidth_um: 90.9
root_buffer: "clkbuf_8"
insertion_delay_ns: 0.27
relSlewSlack: 0.384
cts_tree: "yes"
num-fill-cells: 740
sw_frac_of_total: 0.533
dr.pass1.iters: 5
p_switching_mw: 1.16
r2r_slack_ns: 1.16
lay_top_count: "ha_1"
logic_area_um2: 3070
ys_seq_frac: 0.146
antenna_found_initial: 0
r2r_start: "ibeat[4]"
fin_util: 0.549
seq_area_um2: 576
max_slew.worst_pin.slew_ns: 0.921
hold_class: "flop to flop"
yosysWarnings: 0
edf_count: 0
r2r_cells: 8
pwr-share-comb: 0.738
fmax_mhz: 235
rows: 32
power_density_nw_per_um2: 516
ys_sh_aoi: 0.264
cts_buffers: 3
port_buffers: 19
lay_top_cells: "ha_1, nor2_1, xnor2_1, inv_1, a21oi_1"
per-stage QoR:
| step | area [µm²] | hold slack [ns] | setup slack, ns | instances |
|---|---|---|---|---|
| 3_5_place_dp | 4170 | 0.507 | 0.329 | 607 |
| 6_report | 4220 | 0.540 | 0.551 | 611 |
| 4_1_cts | 4220 | 0.530 | 0.614 | 611 |
| 3_3_place_gp | 4170 | 0.505 | 0.370 | 607 |
| 2_1_floorplan | 3950 | 0.461 | 1.02 | 504 |
| 5_1_grt | 4220 | 0.540 | 0.370 | 611 |
final cells by class:
class	count	share of cell area
Clock buffer	4	0.0107
Inverter	36	0.0320
Multi-Input combinational cell	417	0.728
Sequential cell	23	0.136
Tap cell	102	0.0303
Timing Repair Buffer	29	0.0629
cell usage after synthesis, types with 3 or more instances:
library cell  count
o21bai_1          8
o2111ai_1         4
ha_1             52
o21ai_0          14
or3_1             6
or2_2             3
dfrtp_1          23
clkbuf_1         15
nand2_1          28
buf_4             3
a31oi_1           9
nand3_1          20
xnor2_1          35
nor2b_1           3
nand2b_1          9
and3_1            5
xor2_1           13
a221oi_1         10
buf_6             6
a22o_1            3
o21a_1            3
a211oi_1          9
o31ai_1           9
mux2i_1           5
nand4_1           7
nor4_1            4
a221o_1           3
o22ai_1           5
inv_1            35
nor2_1           48
a21oi_1          35
o211ai_1          5
nor3_1           10
worst min-delay path by stage:
stage	start	to	slack, ns
CTS	bound[1]	bound[1]	0.53
finish	bound[1]	bound[1]	0.54
global route	bound[1]	bound[1]	0.54
power groups by stage:
stage	Combinational (mW)	Sequential [mW]	Clock [mW]
5_1_grt	1.77	0.453	0.142
6_report	1.61	0.438	0.133
4_1_cts	1.59	0.437	0.136
worst max-delay path: stages:
cell	delay (ns)
clkdlybuf4s50_1	0.44
or3_1	0.59
ha_1	0.59
nand3b_1	0.15
o31ai_1	0.32
a21o_1	0.18
and4_1	0.32
or4b_2	0.61
a41oi_1	0.19
nor3_1	0.06
metal layers:
metal | share of wire | vias to the layer above | track usage
li1 | - | 1864 | -
met1 | 0.48 | 1752 | 0.481
met2 | 0.39 | 209 | 0.424
met3 | 0.099 | 25 | 0.0583
met4 | 0.026 | 0 | 0.0741
met5 | 0 | - | 0
cells by family (layout without fill, tap and decap cells):
family / after synthesis / count (layout)
muxes: 6 / 6
AOI/OAI and AO/OA: 145 / 145
adders and majority gates: 52 / 52
buffers and inverters: 64 / 69
DFF: 23 / 23
xor gates and xnor gates: 48 / 48
and+or+nand+nor: 166 / 166
state kept, by name, indices dropped and copies added, names as in the netlist:
| register | count |
|---|---|
| ibeat | 12 |
| bound | 11 |
Power and IR drop assume default switching activity.
